===== flow/config.mk =====
export PLATFORM = sky130hd
export DESIGN_NAME = alu
export DESIGN_NICKNAME = alu
export VERILOG_FILES = /design/flow/design.v
export SDC_FILE = /design/flow/constraint.sdc
export NUM_CORES = 4
export LEC_CHECK = 1
export CORE_UTILIZATION = 50

===== flow/constraint.sdc =====
current_design alu

set clk_period 32.7
set clk_io_pct 0.2

create_clock -name clk0 -period $clk_period

set non_clock_inputs [all_inputs -no_clocks]
set_input_delay [expr $clk_period * $clk_io_pct] -clock clk0 $non_clock_inputs
set_output_delay [expr $clk_period * $clk_io_pct] -clock clk0 [all_outputs]

===== flow/design.v =====
`timescale 1ns/1ns
module alu( ctl, dataA, dataB, dataOut, zero ) ;
input [2:0] ctl  ;
input [31:0] dataA ;
input [31:0] dataB ;
wire [5:0] Signal ;
output [31:0] dataOut ;
output zero ;
wire [31:0] temp ; 
parameter AND = 6'b100100 ;
parameter OR  = 6'b100101 ;
parameter ADD = 6'b100000 ;
parameter SUB = 6'b100010 ;
parameter SLT = 6'b101010 ;
wire [31:0] tempdataOut ;
wire [31:0] dataOut ;
wire Binvert ;
wire [1:0]Operation ;
wire CarryIn ;
assign Signal = ( ctl == 3'b000 ) ? AND : ( ctl == 3'b001 ) ? OR :  ( ctl == 3'b010 ) ? ADD : ( ctl == 3'b110 ) ? SUB : SLT ;
assign Binvert = (Signal == AND ) ? 1'b0 : ( Signal == SUB ) ? 1'b1 : ( Signal == OR ) ? 1'b0 :(Signal == ADD ) ? 1'b0 : 1'b1 ;
assign Operation = ( Signal == AND ) ? 2'b00 : ( Signal == SUB ) ? 2'b10 : ( Signal == OR ) ? 2'b01 : (Signal == ADD ) ? 2'b10 :2'b11 ;
assign CarryIn = ( Signal == AND ) ? 1'b0 : ( Signal == SUB ) ? 1'b1 : ( Signal == OR ) ? 1'b0 :(Signal == ADD ) ? 1'b0 : 1'b1 ;
		Alu1bit alu1(.a( dataA[0] ),.b( dataB[0] ),.INVERTB(Binvert),.cin(CarryIn),.SELECT(Operation),.out( tempdataOut[0] ),.cout(temp[0]) ) ;
		Alu1bit alu2(.a( dataA[1] ),.b( dataB[1] ),.INVERTB(Binvert),.cin(temp[0]),.SELECT(Operation),.out( tempdataOut[1] ),.cout(temp[1]) ) ;
		Alu1bit alu3(.a( dataA[2] ),.b( dataB[2] ),.INVERTB(Binvert),.cin(temp[1]),.SELECT(Operation),.out( tempdataOut[2] ),.cout(temp[2]) ) ;
		Alu1bit alu4(.a( dataA[3] ),.b( dataB[3] ),.INVERTB(Binvert),.cin(temp[2]),.SELECT(Operation),.out( tempdataOut[3] ),.cout(temp[3]) ) ;
		Alu1bit alu5(.a( dataA[4] ),.b( dataB[4] ),.INVERTB(Binvert),.cin(temp[3]),.SELECT(Operation),.out( tempdataOut[4] ),.cout(temp[4]) ) ;
		Alu1bit alu6(.a( dataA[5] ),.b( dataB[5] ),.INVERTB(Binvert),.cin(temp[4]),.SELECT(Operation),.out( tempdataOut[5] ),.cout(temp[5]) ) ;
		Alu1bit alu7(.a( dataA[6] ),.b( dataB[6] ),.INVERTB(Binvert),.cin(temp[5]),.SELECT(Operation),.out( tempdataOut[6] ),.cout(temp[6]) ) ;
		Alu1bit alu8(.a( dataA[7] ),.b( dataB[7] ),.INVERTB(Binvert),.cin(temp[6]),.SELECT(Operation),.out( tempdataOut[7] ),.cout(temp[7]) ) ;
		Alu1bit alu9(.a( dataA[8] ),.b( dataB[8] ),.INVERTB(Binvert),.cin(temp[7]),.SELECT(Operation),.out( tempdataOut[8] ),.cout(temp[8]) ) ;
		Alu1bit alu10(.a( dataA[9] ),.b( dataB[9] ),.INVERTB(Binvert),.cin(temp[8]),.SELECT(Operation),.out( tempdataOut[9] ),.cout(temp[9]) ) ;
		Alu1bit alu11(.a( dataA[10] ),.b( dataB[10] ),.INVERTB(Binvert),.cin(temp[9]),.SELECT(Operation),.out( tempdataOut[10] ),.cout(temp[10]) ) ;
		Alu1bit alu12(.a( dataA[11] ),.b( dataB[11] ),.INVERTB(Binvert),.cin(temp[10]),.SELECT(Operation),.out( tempdataOut[11] ),.cout(temp[11]) ) ;
		Alu1bit alu13(.a( dataA[12] ),.b( dataB[12] ),.INVERTB(Binvert),.cin(temp[11]),.SELECT(Operation),.out( tempdataOut[12] ),.cout(temp[12]) ) ;
		Alu1bit alu14(.a( dataA[13] ),.b( dataB[13] ),.INVERTB(Binvert),.cin(temp[12]),.SELECT(Operation),.out( tempdataOut[13] ),.cout(temp[13]) ) ;
		Alu1bit alu15(.a( dataA[14] ),.b( dataB[14] ),.INVERTB(Binvert),.cin(temp[13]),.SELECT(Operation),.out( tempdataOut[14] ),.cout(temp[14]) ) ;
		Alu1bit alu16(.a( dataA[15] ),.b( dataB[15] ),.INVERTB(Binvert),.cin(temp[14]),.SELECT(Operation),.out( tempdataOut[15] ),.cout(temp[15]) ) ;
		Alu1bit alu17(.a( dataA[16] ),.b( dataB[16] ),.INVERTB(Binvert),.cin(temp[15]),.SELECT(Operation),.out( tempdataOut[16] ),.cout(temp[16]) ) ;
		Alu1bit alu18(.a( dataA[17] ),.b( dataB[17] ),.INVERTB(Binvert),.cin(temp[16]),.SELECT(Operation),.out( tempdataOut[17] ),.cout(temp[17]) ) ;
		Alu1bit alu19(.a( dataA[18] ),.b( dataB[18] ),.INVERTB(Binvert),.cin(temp[17]),.SELECT(Operation),.out( tempdataOut[18] ),.cout(temp[18]) ) ;
		Alu1bit alu20(.a( dataA[19] ),.b( dataB[19] ),.INVERTB(Binvert),.cin(temp[18]),.SELECT(Operation),.out( tempdataOut[19] ),.cout(temp[19]) ) ;
		Alu1bit alu21(.a( dataA[20] ),.b( dataB[20] ),.INVERTB(Binvert),.cin(temp[19]),.SELECT(Operation),.out( tempdataOut[20] ),.cout(temp[20]) ) ;
		Alu1bit alu22(.a( dataA[21] ),.b( dataB[21] ),.INVERTB(Binvert),.cin(temp[20]),.SELECT(Operation),.out( tempdataOut[21] ),.cout(temp[21]) ) ;
		Alu1bit alu23(.a( dataA[22] ),.b( dataB[22] ),.INVERTB(Binvert),.cin(temp[21]),.SELECT(Operation),.out( tempdataOut[22] ),.cout(temp[22]) ) ;
		Alu1bit alu24(.a( dataA[23] ),.b( dataB[23] ),.INVERTB(Binvert),.cin(temp[22]),.SELECT(Operation),.out( tempdataOut[23] ),.cout(temp[23]) ) ;
		Alu1bit alu25(.a( dataA[24] ),.b( dataB[24] ),.INVERTB(Binvert),.cin(temp[23]),.SELECT(Operation),.out( tempdataOut[24] ),.cout(temp[24]) ) ;
		Alu1bit alu26(.a( dataA[25] ),.b( dataB[25] ),.INVERTB(Binvert),.cin(temp[24]),.SELECT(Operation),.out( tempdataOut[25] ),.cout(temp[25]) ) ;
		Alu1bit alu27(.a( dataA[26] ),.b( dataB[26] ),.INVERTB(Binvert),.cin(temp[25]),.SELECT(Operation),.out( tempdataOut[26] ),.cout(temp[26]) ) ;
		Alu1bit alu28(.a( dataA[27] ),.b( dataB[27] ),.INVERTB(Binvert),.cin(temp[26]),.SELECT(Operation),.out( tempdataOut[27] ),.cout(temp[27]) ) ;
		Alu1bit alu29(.a( dataA[28] ),.b( dataB[28] ),.INVERTB(Binvert),.cin(temp[27]),.SELECT(Operation),.out( tempdataOut[28] ),.cout(temp[28]) ) ;
		Alu1bit alu30(.a( dataA[29] ),.b( dataB[29] ),.INVERTB(Binvert),.cin(temp[28]),.SELECT(Operation),.out( tempdataOut[29] ),.cout(temp[29]) ) ;
		Alu1bit alu31(.a( dataA[30] ),.b( dataB[30] ),.INVERTB(Binvert),.cin(temp[29]),.SELECT(Operation),.out( tempdataOut[30] ),.cout(temp[30]) ) ;
		Alu1bit alu32(.a( dataA[31] ),.b( dataB[31] ),.INVERTB(Binvert),.cin(temp[30]),.SELECT(Operation),.out( tempdataOut[31] ),.cout(temp[31]) ) ;
wire SLTout[31:0] ;
assign SLTout[0] = tempdataOut[31] ;
assign SLTout[1] = 1'b0 ;
assign SLTout[2] = 1'b0 ;
assign SLTout[3] = 1'b0 ;
assign SLTout[4] = 1'b0 ;
assign SLTout[5] = 1'b0 ;
assign SLTout[6] = 1'b0 ;
assign SLTout[7] = 1'b0 ;
assign SLTout[8] = 1'b0 ;
assign SLTout[9] = 1'b0 ;
assign SLTout[10] = 1'b0 ;
assign SLTout[11] = 1'b0 ;
assign SLTout[12] = 1'b0 ;
assign SLTout[13] = 1'b0 ;
assign SLTout[14] = 1'b0 ;
assign SLTout[15] = 1'b0 ;
assign SLTout[16] = 1'b0 ;
assign SLTout[17] = 1'b0 ;
assign SLTout[18] = 1'b0 ;
assign SLTout[19] = 1'b0 ;
assign SLTout[20] = 1'b0 ;
assign SLTout[21] = 1'b0 ;
assign SLTout[22] = 1'b0 ;
assign SLTout[23] = 1'b0 ;
assign SLTout[24] = 1'b0 ;
assign SLTout[25] = 1'b0 ;
assign SLTout[26] = 1'b0 ;
assign SLTout[27] = 1'b0 ;
assign SLTout[28] = 1'b0 ;
assign SLTout[29] = 1'b0 ;
assign SLTout[30] = 1'b0 ;
assign SLTout[31] = 1'b0 ;
assign dataOut[0] = ( Signal == SLT ) ? SLTout[0] :  tempdataOut[0] ;
assign dataOut[1] = ( Signal == SLT ) ? SLTout[1] :  tempdataOut[1] ;
assign dataOut[2] = ( Signal == SLT ) ? SLTout[2] :  tempdataOut[2] ;
assign dataOut[3] = ( Signal == SLT ) ? SLTout[3] :  tempdataOut[3] ;
assign dataOut[4] = ( Signal == SLT ) ? SLTout[4] :  tempdataOut[4] ;
assign dataOut[5] = ( Signal == SLT ) ? SLTout[5] :  tempdataOut[5] ;
assign dataOut[6] = ( Signal == SLT ) ? SLTout[6] :  tempdataOut[6] ;
assign dataOut[7] = ( Signal == SLT ) ? SLTout[7] :  tempdataOut[7] ;
assign dataOut[8] = ( Signal == SLT ) ? SLTout[8] :  tempdataOut[8] ;
assign dataOut[9] = ( Signal == SLT ) ? SLTout[9] :  tempdataOut[7] ;
assign dataOut[10] = ( Signal == SLT ) ? SLTout[10] :  tempdataOut[10] ;
assign dataOut[11] = ( Signal == SLT ) ? SLTout[11] :  tempdataOut[11] ;
assign dataOut[12] = ( Signal == SLT ) ? SLTout[12] :  tempdataOut[12] ;
assign dataOut[13] = ( Signal == SLT ) ? SLTout[13] :  tempdataOut[13] ;
assign dataOut[14] = ( Signal == SLT ) ? SLTout[14] :  tempdataOut[14] ;
assign dataOut[15] = ( Signal == SLT ) ? SLTout[15] :  tempdataOut[15] ;
assign dataOut[16] = ( Signal == SLT ) ? SLTout[16] :  tempdataOut[16] ;
assign dataOut[17] = ( Signal == SLT ) ? SLTout[17] :  tempdataOut[17] ;
assign dataOut[18] = ( Signal == SLT ) ? SLTout[18] :  tempdataOut[18] ;
assign dataOut[19] = ( Signal == SLT ) ? SLTout[19] :  tempdataOut[19] ;
assign dataOut[20] = ( Signal == SLT ) ? SLTout[20] :  tempdataOut[20] ;
assign dataOut[21] = ( Signal == SLT ) ? SLTout[21] :  tempdataOut[21] ;
assign dataOut[22] = ( Signal == SLT ) ? SLTout[22] :  tempdataOut[22] ;
assign dataOut[23] = ( Signal == SLT ) ? SLTout[23] :  tempdataOut[23] ;
assign dataOut[24] = ( Signal == SLT ) ? SLTout[24] :  tempdataOut[24] ;
assign dataOut[25] = ( Signal == SLT ) ? SLTout[25] :  tempdataOut[25] ;
assign dataOut[26] = ( Signal == SLT ) ? SLTout[26] :  tempdataOut[26] ;
assign dataOut[27] = ( Signal == SLT ) ? SLTout[27] :  tempdataOut[27] ;
assign dataOut[28] = ( Signal == SLT ) ? SLTout[28] :  tempdataOut[28] ;
assign dataOut[29] = ( Signal == SLT ) ? SLTout[29] :  tempdataOut[29] ;
assign dataOut[30] = ( Signal == SLT ) ? SLTout[30] :  tempdataOut[30] ;
assign dataOut[31] = ( Signal == SLT ) ? SLTout[31] :  tempdataOut[31] ;
assign zero = ( dataOut == 32'd0 )? 1'b1 : 1'b0 ; 
endmodule
module Alu1bit( a, b, INVERTB, cin, SELECT, out, cout  ) ;
	input a, b, INVERTB, cin ;
	output out, cout ;
	input [1:0] SELECT ;
	wire [1:0] SELECT ;
	wire a, b,INVERTB, cin,out, cout ;
	wire temp ;
	assign temp = INVERTB ^ b ;
	assign out = ( SELECT == 2'b00 ) ? (a & b) :
			( SELECT == 2'b01 ) ? (a || b) :
			( a ^ temp ^ cin ) ;
	assign cout = ( SELECT == 2'b10 ) ? (( a & temp) | (a & cin) | (temp & cin)) :
			( SELECT == 2'b11 ) ? (( a & temp) | (a & cin) | (temp & cin)) :
			1'b0 ;
endmodule

===== flow/run.sh =====
#!/bin/bash
# OpenROAD 26Q1-2900-gdf79404cd8, Yosys 0.63+post, stock flow scripts
make -C /OpenROAD-flow-scripts/flow DESIGN_CONFIG=/design/flow/config.mk WORK_HOME=/design/flow/orfs finish

==> out/results.env <==
CRIT_PATH_FREQUENT_CELL='sky130_fd_sc_hd__fa_1'
WORST-ENDPOINT-ARRIVAL_PS=24420
HOLD_SLACK_PS=14250
GRT_USE_TOTAL_PCT=26.2
AREA_DELTA_SYNTH_FINAL_PCT=51.5
DETAIL_ROUTE.ANTENNA_DIODES=0
VDD_IR_DROP_MAX_mV=0.0110
OPENROAD.WARNINGS=34
WORSTHOLDENDPOINT='dataOut[1]'
YOSYSCHIPAREA_UM2=1950
TOP_CELL_AREA_SHARE_PCT=29.7
CRIT_REQUIRED_PS=26160
DRT_PRE_ANTENNA_ITERS=4
SEQUENTIAL_CELL_AREA_UM2=0
ROUTED_WIRELENGTH_MM=5.02
VIAS_PER_CELL=5.43
RSZ0062_AT_GRT='no'
FIRST_GLOBAL_VIAS=1808
HOLD_PATH_DEPTH=5
WORST_SLEW_PIN_SLEW_PS=773
STATUS='finished clean'
CRIT_PATH_TOP_DELAY_CELL='sky130_fd_sc_hd__clkdlybuf4s50_1'
CRIT_PATH_MAX_FANOUT=29
SYNTH-CELLS-YOSYS=209
CRITICAL_PATH.MAX_STAGE_DELAY_PS=820
DIE_AREA_UM2=4160
SYNTH-SEQ-AREA-SHARE_PCT=0
NUM_VIAS=1857
GRT_PASS1_WL_MM=8.37
FINAL.SETUP.TNS_PS=0
LARGEST_AREA_CELL='sky130_fd_sc_hd__fa_1'
WORST_PATH_CLASS_SETUP='input port to output port'
ANTENNA_LEFT=0
RELSLEWSLACK_PCT=48.3
CTS_HOLD_BUFFERS=0
YS_TOP_CELLS_BY_AREA='sky130_fd_sc_hd__fa_1 (30%), sky130_fd_sc_hd__xnor2_1 (13%), sky130_fd_sc_hd__maj3_1 (13%)'
DIE_Y_UM=64.5
FIRST_ITER_VIOLATIONS=72
NUMSEQUENTIALCELLS=0
HOLD_VIOLATIONS=0
STARTPOINT_TYPE='input port'
SYNTHESIS.AREA_PER_INSTANCE_UM2=9.35
LAY_TOP_COUNT='sky130_fd_sc_hd__clkdlybuf4s50_1'
TYPE_OF_THE_WORST_MIN_DELAY_PATH='input port to output port'
LAYOUT_TOP_CELLS='sky130_fd_sc_hd__clkdlybuf4s50_1 (100), sky130_fd_sc_hd__xnor2_1 (29), sky130_fd_sc_hd__fa_1 (29)'
ROUTE.DETAILED.WL_PER_INST_UM=14.7
DP_HPWL_MM=3.98
FINAL-MAX-SLEW-VIOLATION-COUNT=0
POSTSYNTHCELLCOUNT=209
FINALCLOCKPERIODUSAGE_PCT=94.7
TOTAL_LEAKAGE_POWER_uW=0.00106
DESIGN.CORE.AREA_UM2=3720
HOLD_PATH.STARTPOINT='dataA[1]'
POWER.DENSITY_CELL_AREA_nW_PER_UM2=18.9
CAP_VIOL_MAX_COUNT=0
GP_CONGESTION=0.964
LARGEST_NET_DEGREE_AT_THE_START_OF_GLOBAL_ROUTING=58
CLOCK.FMAX_MHz=32.3
YOSYS_SYNTHESIS_WARNING_COUNT=1
IO_PINS=100
PLACEMENT.IO_BUFFERS=100
POST_SYNTH_INSTANCE_AREA_UM2=1950
TIMING.FINAL.CRIT_PERIOD_PS=30960
CTS.REPAIR.RESIZED=0
FINAL_LAYOUT_SIZE_SUFFIX_GT1_SHARE_PCT=4.76
TIMING.CRITICAL_PATH.TO_TYPE='output port'
CLOCK_BUFFER_COUNT=0
GRT_ANTENNA_BEFORE_REPAIR=0
CTS.REPAIR_TIMING.SETUP_BUFFER_COUNT=0
DIEWIDTH_UM=64.5
ROWS=22
FINALSETUPVIOLCOUNT=0
SYNTH.LIB_CELLS_USED.DISTINCT=36
DRCVIOLATIONCOUNT=0
FP-UTILIZATION_PCT=52.6
GLOBALROUTE.TOTALOVERFLOW=0
==> cell usage after synthesis (3+ instances only) <==
library cell and instances:
sky130_fd_sc_hd__inv_1 9, sky130_fd_sc_hd__buf_6 3, sky130_fd_sc_hd__a22oi_1 4, sky130_fd_sc_hd__maj3_1 25, sky130_fd_sc_hd__nor2_1 5, sky130_fd_sc_hd__xnor2_1 29
sky130_fd_sc_hd__buf_2 7, sky130_fd_sc_hd__nor2b_1 26, sky130_fd_sc_hd__nor4_1 4, sky130_fd_sc_hd__clkbuf_1 6, sky130_fd_sc_hd__a22o_1 24, sky130_fd_sc_hd__xor2_1 3
sky130_fd_sc_hd__fa_1 29, sky130_fd_sc_hd__maj3_2 5
==> cell type report <==
cell class,count,area [um2]
multi-input cells,181,1830
repair buffers,104,1030
fillers,265,757
well taps,48,60.1
inverters,9,33.8
==> logic make-up (layout without fill, tap and decap cells) <==
group                      Yosys count  count (layout)  synth area share (%)
AOI/OAI and AO/OA                   42              42                  17.4
xor gates and xnor gates            32              32                  14.3
adders and majority gates           61              61                  46.7
buffers and inverters               28             113                  7.17
and+or+nand+nor                     46              46                  14.4
==> metal layers <==
metal | global-route usage (%) | wire length [um]
met5 | 0 | 0
met4 | 2.78 | 49
met3 | 4.82 | 394
met2 | 39.3 | 2220
met1 | 42.3 | 2350
==> critical path, delay by kind of cell <==
family | cells | cell delay [ps]
buf+inv | 4 | 2190
compound gates | 6 | 1010
simple gates | 26 | 3810
fa+ha+maj | 28 | 10500
xor+xnor | 2 | 340
==> per-stage QoR <==
| stage | setup slack [ps] | std cells | total power (uW) | util (%) | area (um2) |
|---|---|---|---|---|---|
| floorplan | 4240 | 209 | 29.9 | - | 1950 |
| global placement | 1870 | 342 | 54.4 | 79.6 | 2960 |
| detailed placement | 1710 | 342 | 55.8 | 79.6 | 2960 |
| CTS | 1730 | 342 | 56.2 | 79.6 | 2960 |
| global route | 812 | 342 | 62.8 | 79.6 | 2960 |
| finish | 1740 | 342 | 55.9 | 79.6 | 2960 |
==> report_power, final <==
part	switching, uW	internal (uW)
clock network	0	0
registers	0	0
logic	22.8	33.1
total	22.8	33.1
==> how the worst max path moves through the flow <==
stage     endpoint  startpoint  cells past startpoint  slack (ps)
4_1_cts       zero      ctl[0]                     66        1730
5_1_grt       zero      ctl[0]                     66         810
6_report      zero      ctl[0]                     66        1740
Power is estimated from default activity; no workload was simulated.
