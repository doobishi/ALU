$ cat run.sh
#!/bin/bash
# OpenROAD 26Q1-2900-gdf79404cd8, Yosys 0.63+post, stock flow scripts
make -C /OpenROAD-flow-scripts/flow DESIGN_CONFIG=/design/flow/config.mk WORK_HOME=/design/flow/orfs finish
$ cat design.v
`timescale 1ns/1ns
module Shifter( Signal,dataA, dataB, dataOut, reset );
input reset ;
input [31:0] dataA ;
input [31:0] dataB ;
input [5:0] Signal ;
output [31:0] dataOut ;
wire [31:0] a , b ,c , d ,e ,out ;
reg [31:0] temp ;
parameter SLL = 6'b000000;
assign a = dataB[0]? {dataA[30:0], 1'b0 } : dataA ;
assign b = dataB[1]? {dataA[29:0], 2'b0 } : a ;
assign c = dataB[2]? {dataA[27:0], 4'b0 } : b ;
assign d = dataB[3]? {dataA[23:0], 8'b0 } : c ;
assign e = dataB[4]? {dataA[15:0], 16'b0 } : d ;
assign out = reset|dataB[31:5]? 32'b0 : e ;
assign dataOut = out  ;
endmodule
$ cat config.mk
export PLATFORM = sky130hd
export DESIGN_NAME = Shifter
export DESIGN_NICKNAME = Shifter
export VERILOG_FILES = /design/flow/design.v
export SDC_FILE = /design/flow/constraint.sdc
export NUM_CORES = 4
export LEC_CHECK = 1
export CORE_AREA = 10 10 101 101
export DIE_AREA = 0 0 111 111
$ cat constraint.sdc
current_design Shifter

set clk_period 4.7
set clk_io_pct 0.2

create_clock -name clk0 -period $clk_period

set non_clock_inputs [all_inputs -no_clocks]
set_input_delay [expr $clk_period * $clk_io_pct] -clock clk0 $non_clock_inputs
set_output_delay [expr $clk_period * $clk_io_pct] -clock clk0 [all_outputs]
==> flow_summary.ini <==
; flow metrics
[outcome]
outcome = complete, no violations

[global_route]
grt_max_degree = 35
grtUsageTotal = 0.1078
gr-total-overflow = 0
antenna_found_initial = 0
grt_pass1_vias = 1943
grt_first_pass_wirelength_um = 11290

[final_layout]
ff_count = 0
lay_top_cells = clkdlybuf4s50_1 (96), mux2i_1 (36), nand2_1 (23)
syn_to_final_growth_pct = 68.33
seq_area_um2 = 0
fin_area_mm2 = 0.002567
clock_buffers = 0
lay_top_count = clkdlybuf4s50_1
drive_gt1_frac = 0.08251
n_fill_cell = 858

[clock_tree]
post-cts-setup-buffer-count = 0
hold_buffers = 0
post_cts_resized = 0

[critical_path]
cp.arrival_ns = 3.24
critPathCaptureType = primary output
path_class = in -> out
crit_fanout = 33
crit_required_ns = 3.76
critPathLaunchType = primary input

[pwr]
power.density_mw_per_mm2 = 68.46
power.leakage_nw = 0.9360
peakVddDrop_mv = 0.01731

[drt]
drt-initial-drc-count = 246
drt_first_pass_iters = 5
vias = 2089
drc_errors = 0
wl_per_cell_um = 17.60
via_per_inst = 5.120
antenna_left = 0
drt_wl_total_um = 7182
num_antenna_cells = 0

[final_timing]
relSlewSlack = 0.5419
worst_pin_slew_ns = 0.6871
timing.fmax_ghz = 0.2392
min_period_ns = 4.181
setup_viol_count_final = 0
finalCritPeriodShare = 0.8895
hold_viol_final = 0
fin_setup_tns_ns = 0
rsz0062_at_grt = false
drv_slew = 0

[placed_design]
hpwl_um = 5751
place_congestion = 0.8539
io_buffers = 97
dpl_cell_area_mm2 = 0.002567

[synthesis]
yosys_warnings = 0
syn_area_mm2 = 0.001525
ys_area_mm2 = 0.001525
synth.distinct_cells = 31
syn_avg_cell_area_um2 = 6.901
synthCells = 221
synth_seq_share = 0
yosys_cells = 221

[die]
dieWidth_um = 111
ios = 103
initial_core_util = 0.1875
rows = 33
core-area_mm2 = 0.008134
die-area_mm2 = 0.01232
die_y_um = 111

[worst_hold_path]
whs_path_depth = 4
hold_path.class = in -> out

[run]
warning_count = 38
cap_violations = 0
==> synth_stat cells, types with 3 or more instances <==
master     number  area share
mux2i_1        36        0.24
nand2_1        23       0.057
nor2_1         16       0.039
a221oi_1       15       0.086
nor4_1         15       0.062
buf_2          14       0.046
a21oi_1        13       0.043
o21ai_0        11       0.036
inv_1          10       0.025
clkbuf_1        8       0.020
mux2_2          7       0.052
o221ai_1        7       0.040
a2111oi_2       6       0.059
a211oi_1        6       0.030
nor3_1          5       0.016
nand2b_1        4       0.016
a221o_1         3       0.020
nor2b_1         3       0.012
o211ai_1        3       0.015
==> worst max-delay path: stages <==
cell	delay, ns
clkdlybuf4s50_1	0.65
buf_4	0.37
nand2_1	0.08
o21ai_1	0.08
mux2i_1	0.07
a2111oi_0	0.46
clkdlybuf4s50_1	0.57
==> through the flow <==
stage	cells	power [mW]	util	setup WS [ns]	hold WS, ns
2_1_floorplan	221	0.08999	-	1.891	1.952
3_3_place_gp	408	0.1740	0.3156	0.4932	2.982
3_5_place_dp	408	0.1748	0.3156	0.5062	2.978
4_1_cts	408	0.1755	0.3156	0.4939	2.982
5_1_grt	408	0.1910	0.3156	0.3420	3.040
6_report	408	0.1758	0.3156	0.5192	2.957
==> cell type report <==
class,count,area (um^2),area share
multi-input cells,186,1358,0.5288
inverters,10,37.54,0.01462
repair buffers,107,1041,0.4055
well taps,105,131.4,0.05117
==> path summary, 6_finish.rpt <==
check	from	end
hold / removal	dataA[29]	dataOut[31]
setup / recovery	dataB[1]	dataOut[8]
==> cell families after synthesis <==
logic type / share of synthesized area
and+or+nand+nor: 0.2354
AOI/OAI and AO/OA: 0.3667
muxes: 0.2879
buffers and inverters: 0.1099
==> where the power goes <==
group / internal [mW] / switching (mW)
clock network: 0 / 0
logic: 0.0914 / 0.0843
registers: 0 / 0
==> routing by layer <==
layer	track usage	wire, um	vias to the layer above
li1	-	-	1042
met4	0	0	0
met2	0.1820	3545	66
met1	0.1427	3043	981
met5	0	0	-
met3	0.02737	593	0
No activity file was given, so power comes from the tool's default toggle rates.
